==> ./design.v <==
module program_counter(
    input clk,
    input rst,
    input [31:0] pc_next,
    input pc_write_enable,     
    output reg [31:0] pc_current
);
    always @(posedge clk or posedge rst) begin
        if (rst) begin
            pc_current <= 32'h00000000;   
        end
        else if (pc_write_enable) begin
            pc_current <= pc_next;
        end
    end
endmodule
==> ./run.sh <==
#!/bin/bash
# OpenROAD 26Q1-2900-gdf79404cd8, Yosys 0.63+post, stock flow scripts
make -C /OpenROAD-flow-scripts/flow DESIGN_CONFIG=/design/flow/config.mk WORK_HOME=/design/flow/orfs finish
==> ./config.mk <==
export PLATFORM = sky130hd
export DESIGN_NAME = program_counter
export DESIGN_NICKNAME = program_counter
export VERILOG_FILES = /design/flow/design.v
export SDC_FILE = /design/flow/constraint.sdc
export NUM_CORES = 4
export LEC_CHECK = 1
export CORE_AREA = 10 10 98 98
export DIE_AREA = 0 0 108 108
==> ./constraint.sdc <==
current_design program_counter

set clk_period 1.5
set clk_io_pct 0.2

create_clock -name clk0 -period $clk_period [get_ports {clk}]

set non_clock_inputs [all_inputs -no_clocks]
set_input_delay [expr $clk_period * $clk_io_pct] -clock clk0 $non_clock_inputs
set_output_delay [expr $clk_period * $clk_io_pct] -clock clk0 [all_outputs]
==> GITHUB_STEP_SUMMARY <==
## Implementation flow summary

| Metric | Value |
|---|---|
| Required arrival time at the worst endpoint | `1200 ps` |
| FA/HA/MAJ Cells, Area Fraction | `0` |
| IO buf count | `66` |
| Mux contribution to synthesized area | `0.3506` |
| Final worst clock skew | `0 ps` |
| Hold slack | `372.8 ps` |
| Total length of routed wires | `3343 um` |
| Netlist area before placement | `0.001349 mm2` |
| Number of cells in the yosys synthesis report | `69` |
| Sequential element share of the synthesized area | `0.5937` |
| Share of layout cells above drive strength 1 | `0.2908` |
| IO Count | `67` |
| Max stage delay cell, worst path | `clkdlybuf4s50_1` |
| Biggest combinational cell group after synthesis | `multiplexers` |
| Seq cells post-synth | `32` |
| Top Family by Delay on Critical Path | `buffers and inverters` |
| Buf/Inv on CP | `1` |
| Switching power as a share of total power | `0.2105` |
| Registers with the most flip-flops | `pc_current x32` |
| Worst IR Drop VDD | `0.3608 mV` |
| Row Count | `32` |
| RSZ-0062 raised after global routing | `no` |
| Post-layout min period | `1419 ps` |
| Most common cell after layout, fill and taps aside | `clkdlybuf4s50_1` |
| P&R area growth vs syn | `62.43%` |
| Number of max-cap violations | `0` |
| Data arrival time of the critical path | `1120 ps` |
| Setup tns final | `0 ps` |
| Count of final hold-check violations | `0` |
| Setup CP Type | `reg2out` |
| Synthesized instance count | `69` |
| Post-synthesis compound-gate area fraction | `0` |
| Register ranked first by flip-flop count | `pc_current` |
| Number of flip-flops in the largest register | `32` |
| TritonCTS buffer count | `5` |
| Maximum root-to-sink buffer count | `2` |
| Peak per-stage delay on the critical path | `480 ps` |
| Total via count after detailed routing | `825` |
| Wire length of the first global-routing pass | `5299 um` |
| DP HPWL | `2436 um` |
| Post-Synth Simple-Gate Area | `0` |
| Netlist cell types | `6` |
| Synthesis area per yosys | `0.001349 mm2` |
| Antenna Diode Count | `0` |
| Core utilization at floorplan | `0.1764` |
| Top logic cells by instance count in the layout | `clkdlybuf4s50_1 (65), dfrtp_1 (32), mux2_4 (30)` |
| Number of warnings reported in the yosys synthesis log | `1` |
| Slew at the pin closest to its max-slew limit | `251.6 ps` |
| Pleak | `0.9559 nW` |
| Violation tally from detailed-route iteration zero | `15` |
| CTS tree | `yes` |
| Critical Path Sink Type | `primary output` |
| Core area | `0.007647 mm2` |
| Width of the die | `108 um` |
| Post CTS Setup Buffer Count | `0` |
| Synthesized-area fraction occupied by xor and xnor cells | `0` |
| Final weighted congestion in routability-driven placement | `0.6948` |
| Avg Inst Size Synth | `19.55 um2` |
| Highest attainable clock frequency | `0.7049 GHz` |
| Max Fanout on Critical Path | `2` |
| Sum of overflow across all layers after global routing | `0` |
| Clk sinks | `32` |
| Hold-fix buffers at CTS | `0` |
| Die Height | `108 um` |
| Post-DR vias/cell | `3.395` |
| Register share of total power | `0.472` |
| Clock share of power | `0.322` |
| Cells along the critical path | `clkdlybuf4s50_1` |
| Chip area | `0.01166 mm2` |
| Combinational power share | `0.206` |
| DRC violation count after routing | `0` |
| Total iterations of the first detailed-routing run | `3` |
| Internal Power | `1.671 mW` |
| Worst slew margin relative to its limit | `0.8322` |
| Number of routed nets with antenna violations | `0` |
| Setup Viol. Count Final | `0` |
| Global routing usage summed across all routing layers | `0.05743` |
| Pin count of the biggest net entering global routing | `33` |
| H-tree depth reported by CTS | `2` |
| Vias in the first global route | `945` |
| Max Slew Vio Count | `0` |
| Source-to-sink clock delay at the later pin of the worst-skew pair | `270 ps` |
| Root buffer cell | `clkbuf_8` |
| Hold Crit Class | `in2async` |
| OpenROAD warnings | `25` |
| Final worst path period share | `0.9457` |
| Clock edge transition at the registers on the reported setup and hold paths | `70 ps` |
| Total of cells resized after clock tree synthesis | `0` |
| Average routed wire per standard cell | `13.76 um` |
| Result of the run | `finished, final reports clean` |
| Initial antenna violation count | `0` |
| NetSw | `0.4455 mW` |
| Total power density per cell area | `966.1 mW/mm2` |
| Setup crit start kind | `flip-flop` |
| Tally of filler cells in the layout | `776` |
worst paths after layout:
| kind | start | end | slack, ps | cells past startpoint |
|---|---|---|---|---|
| setup reg to reg | pc_current[6] | pc_current[6] | 730 | 1 |
| max in group asynchronous | rst | pc_current[15] | 950 | 3 |
| setup / recovery | pc_current[21] | pc_current[21] | 80 | 1 |
| min in group clk0 | pc_current[2] | pc_current[2] | 510 | 1 |
| hold reg to reg | pc_current[2] | pc_current[2] | 510 | 1 |
| hold / removal | rst | pc_current[4] | 370 | 3 |
cell usage after synthesis:
cell / number / area share
inv_1: 1 / 0.0028
dfrtp_1: 32 / 0.59
mux2_2: 2 / 0.017
buf_12: 3 / 0.045
mux2_4: 30 / 0.33
buf_6: 1 / 0.0083
cell families after synthesis:
| family | count (synthesis) |
|---|---|
| multiplexers | 32 |
| buffers and inverters | 5 |
| flip-flops | 32 |
metrics by stage:
stage	utilization	setup slack [ps]	instances	area [um2]	total power [mW]
floorplan	-	509.2	69	1349	1.170
global placement	0.2747	349.0	235	2101	1.461
detailed placement	0.2747	340.3	235	2101	1.459
CTS	0.2865	37.63	243	2191	2.184
global route	0.2865	13.34	243	2191	2.254
finish	0.2865	81.39	243	2191	2.117
layout make-up:
type / count / area, um2 / area share
multi-input combinational: 32 / 473.0 / 0.2159
timing repair buffer: 68 / 695.7 / 0.3175
sequential: 32 / 800.8 / 0.3655
tap: 102 / 127.6 / 0.05825
clock buffer: 8 / 90.09 / 0.04112
inverter: 1 / 3.754 / 0.001713
layer usage:
layer | vias up | routed length [um] | track usage | share of wire
met4 | 0 | 0 | 0.004771 | 0
met2 | 49 | 1330 | 0.07672 | 0.40
li1 | 378 | - | - | -
met1 | 398 | 1588 | 0.08314 | 0.48
met3 | 0 | 423 | 0.03133 | 0.13
met5 | - | 0 | 0 | 0
power groups by stage:
| stage | combinational, mW | clock [mW] | sequential (mW) |
|---|---|---|---|
| finish | 0.436 | 0.682 | 0.998 |
| global route | 0.473 | 0.771 | 1.01 |
| CTS | 0.449 | 0.737 | 0.999 |
Power and IR drop assume default switching activity.
