--- config.mk ---
export PLATFORM = sky130hd
export DESIGN_NAME = register_file
export DESIGN_NICKNAME = register_file
export VERILOG_FILES = /design/flow/design.v
export SDC_FILE = /design/flow/constraint.sdc
export NUM_CORES = 4
export LEC_CHECK = 1
export CORE_UTILIZATION = 40
--- constraint.sdc ---
current_design register_file

set clk_period 6.4
set clk_io_pct 0.2

create_clock -name clk0 -period $clk_period [get_ports {clk}]

set non_clock_inputs [all_inputs -no_clocks]
set_input_delay [expr $clk_period * $clk_io_pct] -clock clk0 $non_clock_inputs
set_output_delay [expr $clk_period * $clk_io_pct] -clock clk0 [all_outputs]
--- design.v ---
module register_file(
    input clk,
    input rst,
    input reg_write_en,
    input [4:0] reg_write_dest,
    input [31:0] reg_write_data,
    input [4:0] reg_read_addr_1,
    output [31:0] reg_read_data_1,
    input [4:0] reg_read_addr_2,
    output [31:0] reg_read_data_2
);
    reg [31:0] registers [0:31];
    integer i;
    always @(posedge clk or posedge rst) begin
        if (rst) begin
            for (i = 0; i < 32; i = i + 1) begin
                registers[i] <= 32'b0;
            end
        end
        else if (reg_write_en && reg_write_dest != 5'b0) begin
            registers[reg_write_dest] <= reg_write_data;
        end
    end
    assign reg_read_data_1 = (reg_read_addr_1 == 5'b0) ? 32'b0 : registers[reg_read_addr_1];
    assign reg_read_data_2 = (reg_read_addr_2 == 5'b0) ? 32'b0 : registers[reg_read_addr_2];
endmodule
--- run.sh ---
#!/bin/bash
# OpenROAD 26Q1-2900-gdf79404cd8, Yosys 0.63+post, stock flow scripts
make -C /OpenROAD-flow-scripts/flow DESIGN_CONFIG=/design/flow/config.mk WORK_HOME=/design/flow/orfs finish
==> results.json <==
{
  "ir_drop_uv": 227,
  "avgViaCountPerCell": 7.39,
  "top_cells_by_area": "dfrtp_1 (48%), mux2_2 (22%), nand3_1 (5.8%)",
  "netlist_instances": 4649,
  "grt_pass1_wl_um": 387000,
  "syn-cell-area_mm2": 0.0517,
  "ys_types": 73,
  "root_buffer": "clkbuf_16",
  "dr.pass1.iters": 9,
  "dp_hpwl_um": 178000,
  "route.met2.wl_um": 111000,
  "top_layer_used": "met5",
  "grt_pass1_vias": 46345,
  "cellPowerDensity_mw_per_mm2": 307,
  "synth_seq_share": 0.480,
  "fp_util": 0.404,
  "met3_length_um": 49200,
  "wl_per_cell_um": 43.8,
  "regMostFlops": "registers",
  "htree_num_levels": 3,
  "fmax_ghz": 0.157,
  "finalHoldViolCount": 0,
  "yosys.area.top_type": "dfrtp_1",
  "required_ns": 5.12,
  "final.setup.worst_slack_ns": 0.0270,
  "ys_warn_count": 2,
  "path_class": "primary input to primary output",
  "reg2reg_slack_ns": 5.53,
  "critPathSlowestCell": "nor4_4",
  "synth_top_area_share": 0.480,
  "cts_max_path_buffers": 3,
  "max_stage_delay_ns": 1.04,
  "ys_area_mm2": 0.0517,
  "crit_fanout": 10,
  "core_area_mm2": 0.128,
  "endpoint_kind": "primary output",
  "min_period_over_period": 0.996,
  "ys_ff": 992,
  "final_cells": 6491,
  "holdBufCountCts": 0,
  "synth-edff-count": 0,
  "synth-main-ff-cell": "dfrtp_1",
  "die_h_um": 362,
  "ys_cells": 4649,
  "cts_buffers": 112,
  "report.final.setup_viol": 0,
  "dp_slack_ns": 0.277,
  "async_flop_share": 1.00,
  "worstMarginPinSlew_ns": 1.22,
  "cts_tree": "built",
  "final.setup_skew_ns": 0,
  "fin_setup_tns_ns": 0,
  "ant_nets": 0,
  "drc": 0,
  "gp_congestion": 1.08,
  "num_vias": 47945,
  "grt_usage": 0.450,
  "cp-start-kind": "primary input",
  "warnings": 51,
  "die_area_mm2": 0.131,
  "drv_slew": 0,
  "drv_cap": 0,
  "cts.reportedPaths.clkPinSlew_ns": 0.06,
  "largest_reg_flops": 992,
  "grt_max_degree": 124,
  "lay_top_count": "mux2_2",
  "status": "complete, no violations",
  "dpl.cell_count": 6261,
  "die_w_um": 362,
  "area_growth_pct": 16.7,
  "worstPathCellList": "clkdlybuf4s50_1 > buf_4 > nor4_4 > buf_4 > a221oi_1 > and3_1 > a31oi_1 > clkdlybuf4s50_1",
  "cts_setup_buffers": 0,
  "reg_top3": "registers: 992 flops",
  "worstPathArrival_ns": 5.09,
  "worstHoldPathType": "register to register",
  "avgSynthCellArea_um2": 11.1,
  "clkLatencyLatePin_ns": 0.75,
  "num_rows": 131,
  "met1Wirelength_um": 98200,
  "grt_antenna_before_repair": 24,
  "grt_setup_unrepaired": "no",
  "ctsResizeCount": 0,
  "wirelength_um": 285000,
  "drtIter0Drc": 6462,
  "grt_overflow": 0,
  "final_cell_mix": "mux2_2 (993), dfrtp_1 (992), nand3_1 (596), a22oi_1 (356), buf_4 (304)",
  "fin_crit_ns": 6.37,
  "slew_headroom": 0.184,
  "cellLeakagePower_nw": 26.1,
  "io_pins": 114,
  "drive_above_1_share": 0.344,
  "io_buffers": 113,
  "cts.sinks": 992
}
-- synthesized netlist by cell type (70+ instances only) --
library cell and instances:
a21oi_1 77, and3_1 232, buf_2 136, a22oi_1 356, nand3_1 598, clkbuf_1 292, nand4_1 184, mux2_2 993
buf_1 70, nand2_1 86, dfrtp_1 992
-- through the flow --
stage	hold slack, ns	power [W]	cell area (µm²)	util
6_report	0.521	0.0185	60400	0.472
5_1_grt	0.535	0.0190	60300	0.472
4_1_cts	0.520	0.0184	60300	0.472
3_5_place_dp	0.498	0.0114	56300	0.440
3_3_place_gp	0.489	0.0114	56300	0.440
2_1_floorplan	0.476	0.00998	51700	-
-- power breakdown --
part           internal, W  leakage (nW)  switching (W)
clock              0.00416          1.92        0.00288
sequential         0.00749          12.7        0.00122
combinational      0.00138          11.5        0.00140
total               0.0130          26.1        0.00550
-- critical path, delay by kind of cell --
family	cells	cell delay [ns]
compound gates	2	0.43
simple gates	2	1.28
buf+inv	4	2.10
-- final timing paths --
| kind | start | endpoint | cells past startpoint |
|---|---|---|---|
| hold / removal | registers[12][7]$_DFFE_PP0P_ | registers[12][7]$_DFFE_PP0P_ | 1 |
| max in group asynchronous | rst | registers[20][24]$_DFFE_PP0P_ | 4 |
| min in group asynchronous | rst | registers[21][10]$_DFFE_PP0P_ | 2 |
| setup / recovery | reg_read_addr_1[1] | reg_read_data_1[1] | 8 |
| hold reg to reg | registers[12][7]$_DFFE_PP0P_ | registers[12][7]$_DFFE_PP0P_ | 1 |
| setup reg to reg | registers[15][12]$_DFFE_PP0P_ | registers[15][12]$_DFFE_PP0P_ | 1 |
-- area by class of cell --
| class | count | area, µm² |
|---|---|---|
| Antenna cell | 26 | 65.1 |
| Clock buffer | 154 | 3260 |
| Clock inverter | 50 | 723 |
| Fill cell | 11488 | 67500 |
| Inverter | 20 | 78.8 |
| Multi-Input combinational cell | 3133 | 25200 |
| Sequential cell | 992 | 24800 |
| Tap cell | 1662 | 2080 |
| Timing Repair Buffer | 454 | 4140 |
-- routing by layer --
layer | track usage | up-vias
met5 | 0.0277 | -
met4 | 0.296 | 33
met3 | 0.289 | 1428
met2 | 0.577 | 4330
met1 | 0.554 | 24118
li1 | - | 18036
-- logic make-up after synthesis --
kind of cell           count (synthesis)  synth area share
AND/OR/NAND/NOR                     1384             0.150
multiplexers                        1000             0.218
flip-flops                           992             0.480
buffers and inverters                524            0.0418
AND-OR/OR-AND                        749             0.110
No activity file was given, so power comes from the tool's default toggle rates.
